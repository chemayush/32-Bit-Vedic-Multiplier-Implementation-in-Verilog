**flow/run.sh**
```bash
#!/bin/bash
# OpenROAD 26Q1-2900-gdf79404cd8, Yosys 0.63+post, stock flow scripts
make -C /OpenROAD-flow-scripts/flow DESIGN_CONFIG=/design/flow/config.mk WORK_HOME=/design/flow/orfs finish
```
**flow/config.mk**
```make
export PLATFORM = sky130hd
export DESIGN_NAME = vedic_multiplier_32x32
export DESIGN_NICKNAME = vedic_multiplier_32x32
export VERILOG_FILES = /design/flow/design.v
export SDC_FILE = /design/flow/constraint.sdc
export NUM_CORES = 4
export LEC_CHECK = 1
export CORE_UTILIZATION = 40
```
**flow/design.v**
```verilog
module half_adder(a, b, sum, carry);
	input a, b;
	output sum, carry;
	assign sum = a^b;
	assign carry = a&b;
endmodule
module add4b(a,b,sum);
	input [3:0] a,b;
	output [3:0] sum;
	wire [3:0] sum;
	assign sum = a + b;
endmodule
module add6b(a, b, sum);
	input [5:0] a,b;
	output [5:0] sum;
	wire [5:0] sum;
	assign sum = a + b;
endmodule
module add8b(a,b,sum);
	input [7:0] a,b;
	output [7:0] sum;
	wire [7:0] sum;
	assign sum = a + b;
endmodule
module add12b(a,b,sum);
	input [11:0] a,b;
	output [11:0] sum;
	wire [11:0] sum;
	assign sum = a + b;
endmodule
module add16b(a,b,sum);
	input [15:0] a,b;
	output [15:0] sum;
	wire [15:0] sum;
	assign sum = a + b;
endmodule
module add24b(a,b,sum);
	input [23:0] a,b;
	output [23:0] sum;
	wire [23:0] sum;
	assign sum = a + b;
endmodule
module add32b(a,b,sum);
	input [31:0] a,b;
	output [31:0] sum;
	wire [31:0] sum;
	assign sum = a + b;
endmodule
module add48b (
    input [47:0] a,
    input [47:0] b,
    output [47:0] sum
);
    assign sum = a + b;
endmodule
module vedic_multiplier_16x16(a, b, result_16x16);
	input[15:0] a, b;
	output[31:0] result_16x16;
	wire[15:0] q0, q1, q2, q3;
	wire[15:0] w0, w1;
	wire[23:0] w2, w3, w4, w5, w6;
	vedic_multiplier_8x8 v8_0(a[7:0], b[7:0], q0[15:0]);
	vedic_multiplier_8x8 v8_1(a[7:0], b[15:8], q1[15:0]);
	vedic_multiplier_8x8 v8_2(a[15:8], b[7:0], q2[15:0]);
	vedic_multiplier_8x8 v8_3(a[15:8], b[15:8], q3[15:0]);
   assign w0[15:0] = {8'b0, q0[15:8]};
	add16b a16_0(w0, q1, w1);
	assign w2 = {8'b0, q2[15:0]};
	assign w3 = {q3[15:0], 8'b0};
	add24b a24_0(w2, w3, w4);
	assign w5 = {8'b0, w1[15:0]};
	add24b a24_1(w4, w5, w6);
	assign result_16x16[31:8] = w6[23:0];
	assign result_16x16[7:0] = q0[7:0];
endmodule
module vedic_multiplier_32x32(a, b, result_32x32);
	input[31:0] a, b;
	output[63:0] result_32x32;
	wire[31:0] q0, q1, q2, q3;
	wire[31:0] w0, w1;
	wire[47:0] w2, w3, w4, w5, w6;
	vedic_multiplier_16x16 v16_0(a[15:0], b[15:0], q0[31:0]);
	vedic_multiplier_16x16 v16_1(a[15:0], b[31:16], q1[31:0]);
	vedic_multiplier_16x16 v16_2(a[31:16], b[15:0], q2[31:0]);
	vedic_multiplier_16x16 v16_3(a[31:16], b[31:16], q3[31:0]);
   assign w0[31:0] = {16'b0, q0[31:16]};
	add32b a32_0(w0, q1, w1);
	assign w2 = {16'b0, q2[31:0]};
	assign w3 = {q3[31:0], 16'b0};
	add48b a48_0(w2, w3, w4);
	assign w5 = {16'b0, w1[31:0]};
	add48b a48_1(w4, w5, w6);
	assign result_32x32[63:16] = w6[47:0];
	assign result_32x32[15:0] = q0[15:0];
endmodule
module vedic_multiplier_2x2(a, b, result_2x2);
	input[1:0] a, b;
	output[3:0] result_2x2;
	wire[3:0] temp;
	assign result_2x2[0] = a[0] & b[0];
	assign temp[0] = a[0] & b[1];
	assign temp[1] = a[1] & b[0];
	assign temp[2] = a[1] & b[1];
	half_adder h1(temp[0], temp[1], result_2x2[1], temp[3]);
	half_adder h2(temp[2], temp[3], result_2x2[2], result_2x2[3]);
endmodule
module vedic_multiplier_4x4(a, b, result_4x4);
	input[3:0] a, b;
	output[7:0] result_4x4;
	wire[3:0] q0, q1, q2, q3, w0, w1;
	wire[5:0] w2, w3, w4, w5, w6;
	vedic_multiplier_2x2 v2_0(a[1:0], b[1:0], q0[3:0]);
	vedic_multiplier_2x2 v2_1(a[1:0], b[3:2], q1[3:0]);
	vedic_multiplier_2x2 v2_2(a[3:2], b[1:0], q2[3:0]);
	vedic_multiplier_2x2 v2_3(a[3:2], b[3:2], q3[3:0]);
	assign w0[3:0] = {2'b0, q0[3:2]};
	add4b a4_0(w0[3:0], q1[3:0], w1[3:0]);
	assign w2 = {2'b0, q2[3:0]};
	assign w3 = {q3[3:0], 2'b0};
	add6b a6_0(w2, w3, w4);
	assign w5 = {2'b0, w1[3:0]};
	add6b a6_1(w4, w5, w6);
	assign result_4x4[7:2] = w6[5:0];
	assign result_4x4[1:0] = q0[1:0];
endmodule
module vedic_multiplier_8x8(a, b, result_8x8);
	input[7:0] a, b;
	output[15:0] result_8x8;
	wire[15:0] q0, q1, q2, q3;
	wire[7:0] w0, w1;
	wire[11:0] w2, w3, w4, w5, w6;
	vedic_multiplier_4x4 v4_0(a[3:0], b[3:0], q0[15:0]);
	vedic_multiplier_4x4 v4_1(a[3:0], b[7:4], q1[15:0]);
	vedic_multiplier_4x4 v4_2(a[7:4], b[3:0], q2[15:0]);
	vedic_multiplier_4x4 v4_3(a[7:4], b[7:4], q3[15:0]);
   assign w0[7:0] = {4'b0, q0[7:4]};
	add8b a8_0(w0, q1, w1);
	assign w2 = {4'b0, q2[7:0]};
	assign w3 = {q3[7:0], 4'b0};
	add12b a12_0(w2, w3, w4);
	assign w5 = {4'b0, w1[7:0]};
	add12b a12_1(w4, w5, w6);
	assign result_8x8[15:4] = w6[11:0];
	assign result_8x8[3:0] = q0[3:0];
endmodule
```
**flow/constraint.sdc**
```tcl
current_design vedic_multiplier_32x32

set clk_period 46.6
set clk_io_pct 0.2

create_clock -name clk0 -period $clk_period

set non_clock_inputs [all_inputs -no_clocks]
set_input_delay [expr $clk_period * $clk_io_pct] -clock clk0 $non_clock_inputs
set_output_delay [expr $clk_period * $clk_io_pct] -clock clk0 [all_outputs]
```
==> results_slide.txt <==
Physical Implementation Snapshot

Floorplan
  – Die X-Extent: 363.2 um
  – Fp_density: 0.4031
  – Row cnt: 132
  – I/O pins: 128
  – Die area: 131900 um2
  – Die height: 363.2 um
  – Core ar.: 129500 um2

Setup path
  – CP max-delay cell: a41oi_1
  – Critical path class: in -> out
  – Crit end category: output port
  – Top cell by count, worst path: ha_1
  – Arrival time worst endpoint: 25630 ps
  – Critical Path RT: 37280 ps
  – Worst setup SP type: primary input
  – Crit-path max FO: 32
  – Crit-path max cell delay: 760 ps

Routing
  – Starting DRT DRC Count: 1535
  – Vias/cell: 4.944
  – Number of remaining DRC errors: 0
  – Antenna Nets Post-Route: 0
  – Initial DRT Pass Iterations: 5
  – DR WL/cell: 15.32 um
  – Routed via count: 39210
  – Total wire length: 121500 um

Synthesis
  – Most instantiated library cell after synthesis: ha_1
  – Synth Area in Compound Gates: 0.1194
  – Register share after synthesis: 0
  – Ys Warns: 5
  – Cell accounting for the most synthesized area: ha_1
  – Fa+ha+maj area frac: 0.5102
  – Cells after synthesis: 6180
  – YS chip area: 52190 um2
  – Simple-Gate Area Share: 0.1743
  – Commonest cells post-synth: ha_1, and2_1, inv_1
  – Syn Std Cell Area: 52190 um2
  – Number of cells in Yosys stat: 6180
  – Top area contributor share: 0.3529
  – Main logic family: adder cells
  – Unique cell types: 81
  – Top cells by area: ha_1, fa_1, and2_1
  – Mean post-synth cell area: 8.445 um2
  – XOR/XNOR Fraction of Synth Area: 0.1238
  – Mux share: 0.0007671

Global routing
  – Vias in the first global route: 38710
  – Gr usage total: 0.1953
  – Initial antenna violation count: 14
  – First-pass GRT wire length: 201400 um
  – Largest net degree at the start of global routing: 33
  – Grt ovf: 0

Final timing
  – Peak Freq: 0.02861 GHz
  – Final Worst Setup Slack: 11650 ps
  – TNS Setup: 0 ps
  – RSZ-0062 raised after global routing: false
  – # setup viols final: 0
  – Worst-Margin Slew: 853.6 ps
  – Clock period minus worst slack: 34950 ps
  – Final Hold Vio Count: 0
  – Period utilisation layout: 0.7500
  – Max Slew Vio Count: 0
  – Worst rel slew slack: 0.4234

Cells and area
  – Register area: 0 um2
  – Share of layout cells above drive strength 1: 0.01698
  – Clock Buffer Count: 0
  – P&R area growth vs syn: 6.291%
  – Registers: 0
  – Final Util: 0.4284

Status
  – Status: completed

Clock tree
  – PostCTS Resize Cnt: 0
  – # hold bufs at CTS: 0
  – Post CTS Setup Buffer Count: 0

Flow run
  – Maximum capacitance violations: 0
  – Tool warnings: 32

Placed design
  – DP Wirelength: 101200 um
  – Placer Congestion: 0.9219
  – I/O Buffers: 128
  – DP Worst Slack: 11640 ps

Hold path
  – Hold Crit Class: in -> out
-- area by class of cell --
class / instances / area (um2)
fillers: 12770 / 74010
multi-input cells: 5187 / 48460
inverters: 792 / 2973
well taps: 1742 / 2180
repair buffers: 203 / 1844
diodes: 8 / 20.02
-- cell usage in the layout, fill, tap and decap left out, types with 10 or more instances in the layout --
| master | instances |
|---|---|
| nand2b_1 | 32 |
| o21a_1 | 32 |
| a211oi_1 | 22 |
| a21boi_0 | 13 |
| nand2_1 | 212 |
| nor2_1 | 155 |
| o211ai_1 | 10 |
| buf_4 | 75 |
| nand3_1 | 55 |
| and2_1 | 963 |
| a21oi_1 | 341 |
| clkdlybuf4s50_1 | 128 |
| or3_1 | 13 |
| xnor2_1 | 543 |
| nor3_1 | 30 |
| nand4_1 | 10 |
| a21o_1 | 311 |
| nor3b_1 | 18 |
| ha_1 | 1472 |
| xor2_1 | 195 |
| o21bai_1 | 46 |
| inv_1 | 792 |
| o21ai_1 | 10 |
| fa_1 | 410 |
| and3_1 | 17 |
| nor2b_1 | 49 |
| o21ai_0 | 106 |
-- kinds of logic after synthesis --
logic type / count (synthesis)
multiplexers: 4
AND-OR/OR-AND: 966
adder cells (fa/ha/maj): 1882
AND/OR/NAND/NOR: 1597
buffers and inverters: 993
XOR/XNOR: 738
-- final timing paths --
check | endpoint | slack, ps | cells after the start | startpoint
max | result_32x32[63] | 11650 | 71 | a[0]
min | result_32x32[0] | 19880 | 4 | b[0]
-- routing by layer --
metal  vias up  GRT usage  routed length, um
met2       458     0.3172              53680
met3        44    0.03494               6162
li1      20530          -                  -
met1     18180     0.2854              60520
met5         -          0                 27
met4         4    0.01440               1116
-- critical path, delay by kind of cell --
kind / cells / cell delay, ps
AOI/OAI and AO/OA: 24 / 6170
adders and majority gates: 15 / 5280
and+or+nand+nor: 16 / 2120
buffers and inverters: 8 / 1550
xor gates and xnor gates: 8 / 1190
-- stage by stage --
step | instance area [um2] | std cells | hold slack [ps]
CTS | 55450 | 7924 | 19890
finish | 55470 | 7932 | 19880
floorplan | 52190 | 6180 | 18720
global placement | 55450 | 7924 | 19880
detailed placement | 55450 | 7924 | 19870
global route | 55450 | 7924 | 19920
