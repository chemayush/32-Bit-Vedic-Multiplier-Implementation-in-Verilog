==> ./run.sh <==
#!/bin/bash
# OpenROAD 26Q1-2900-gdf79404cd8, Yosys 0.63+post, stock flow scripts
make -C /OpenROAD-flow-scripts/flow DESIGN_CONFIG=/design/flow/config.mk WORK_HOME=/design/flow/orfs finish
==> ./config.mk <==
export PLATFORM = sky130hd
export DESIGN_NAME = vedic_multiplier_32x32_pipelined
export DESIGN_NICKNAME = vedic_multiplier_32x32_pipelined
export VERILOG_FILES = /design/flow/design.v
export SDC_FILE = /design/flow/constraint.sdc
export NUM_CORES = 4
export LEC_CHECK = 1
export CORE_UTILIZATION = 30
==> ./constraint.sdc <==
current_design vedic_multiplier_32x32_pipelined

set clk_period 26.4
set clk_io_pct 0.2

create_clock -name clk0 -period $clk_period [get_ports {clk}]

set non_clock_inputs [all_inputs -no_clocks]
set_input_delay [expr $clk_period * $clk_io_pct] -clock clk0 $non_clock_inputs
set_output_delay [expr $clk_period * $clk_io_pct] -clock clk0 [all_outputs]
==> ./design.v <==
module half_adder(a, b, sum, carry);
	input a, b;
	output sum, carry;
	assign sum = a^b;
	assign carry = a&b;
endmodule
module add4b(a,b,sum);
	input [3:0] a,b;
	output [3:0] sum;
	wire [3:0] sum;
	assign sum = a + b;
endmodule
module add6b(a, b, sum);
	input [5:0] a,b;
	output [5:0] sum;
	wire [5:0] sum;
	assign sum = a + b;
endmodule
module add8b(a,b,sum);
	input [7:0] a,b;
	output [7:0] sum;
	wire [7:0] sum;
	assign sum = a + b;
endmodule
module add12b(a,b,sum);
	input [11:0] a,b;
	output [11:0] sum;
	wire [11:0] sum;
	assign sum = a + b;
endmodule
module add16b(a,b,sum);
	input [15:0] a,b;
	output [15:0] sum;
	wire [15:0] sum;
	assign sum = a + b;
endmodule
module add24b(a,b,sum);
	input [23:0] a,b;
	output [23:0] sum;
	wire [23:0] sum;
	assign sum = a + b;
endmodule
module add32b(a,b,sum);
	input [31:0] a,b;
	output [31:0] sum;
	wire [31:0] sum;
	assign sum = a + b;
endmodule
module add48b (
    input [47:0] a,
    input [47:0] b,
    output [47:0] sum
);
    assign sum = a + b;
endmodule
module vedic_multiplier_16x16(a, b, result_16x16);
	input[15:0] a, b;
	output[31:0] result_16x16;
	wire[15:0] q0, q1, q2, q3;
	wire[15:0] w0, w1;
	wire[23:0] w2, w3, w4, w5, w6;
	vedic_multiplier_8x8 v8_0(a[7:0], b[7:0], q0[15:0]);
	vedic_multiplier_8x8 v8_1(a[7:0], b[15:8], q1[15:0]);
	vedic_multiplier_8x8 v8_2(a[15:8], b[7:0], q2[15:0]);
	vedic_multiplier_8x8 v8_3(a[15:8], b[15:8], q3[15:0]);
   assign w0[15:0] = {8'b0, q0[15:8]};
	add16b a16_0(w0, q1, w1);
	assign w2 = {8'b0, q2[15:0]};
	assign w3 = {q3[15:0], 8'b0};
	add24b a24_0(w2, w3, w4);
	assign w5 = {8'b0, w1[15:0]};
	add24b a24_1(w4, w5, w6);
	assign result_16x16[31:8] = w6[23:0];
	assign result_16x16[7:0] = q0[7:0];
endmodule
module vedic_multiplier_32x32_pipelined(
    input clk,
    input [31:0] a, b,
    output reg [63:0] result_32x32
);
    wire [31:0] q0, q1, q2, q3;
    reg [31:0] q0_reg, q1_reg, q2_reg, q3_reg;
    reg [31:0] w0, w1_reg;
    reg [47:0] w2, w3, w4_reg, w5_reg, w6_reg;
    vedic_multiplier_16x16 v16_0(.a(a[15:0]), .b(b[15:0]), .result_16x16(q0));
    vedic_multiplier_16x16 v16_1(.a(a[15:0]), .b(b[31:16]), .result_16x16(q1));
    vedic_multiplier_16x16 v16_2(.a(a[31:16]), .b(b[15:0]), .result_16x16(q2));
    vedic_multiplier_16x16 v16_3(.a(a[31:16]), .b(b[31:16]), .result_16x16(q3));
    always @(posedge clk) begin
        q0_reg <= q0;
        q1_reg <= q1;
        q2_reg <= q2;
        q3_reg <= q3;
    end
    always @(posedge clk) begin
        w0 <= {16'b0, q0_reg[31:16]};
        w1_reg <= w0 + q1_reg;
    end
    always @(posedge clk) begin
        w2 <= {16'b0, q2_reg};
        w3 <= {q3_reg, 16'b0};
        w4_reg <= w2 + w3;
    end
    always @(posedge clk) begin
        w5_reg <= {16'b0, w1_reg};
        w6_reg <= w4_reg + w5_reg;
    end
	 always @(posedge clk) begin
	     result_32x32[63:16] <= w6_reg;
        result_32x32[15:0] <= q0_reg[15:0];
	 end 
endmodule
module vedic_multiplier_2x2(a, b, result_2x2);
	input[1:0] a, b;
	output[3:0] result_2x2;
	wire[3:0] temp;
	assign result_2x2[0] = a[0] & b[0];
	assign temp[0] = a[0] & b[1];
	assign temp[1] = a[1] & b[0];
	assign temp[2] = a[1] & b[1];
	half_adder h1(temp[0], temp[1], result_2x2[1], temp[3]);
	half_adder h2(temp[2], temp[3], result_2x2[2], result_2x2[3]);
endmodule
module vedic_multiplier_4x4(a, b, result_4x4);
	input[3:0] a, b;
	output[7:0] result_4x4;
	wire[3:0] q0, q1, q2, q3, w0, w1;
	wire[5:0] w2, w3, w4, w5, w6;
	vedic_multiplier_2x2 v2_0(a[1:0], b[1:0], q0[3:0]);
	vedic_multiplier_2x2 v2_1(a[1:0], b[3:2], q1[3:0]);
	vedic_multiplier_2x2 v2_2(a[3:2], b[1:0], q2[3:0]);
	vedic_multiplier_2x2 v2_3(a[3:2], b[3:2], q3[3:0]);
	assign w0[3:0] = {2'b0, q0[3:2]};
	add4b a4_0(w0[3:0], q1[3:0], w1[3:0]);
	assign w2 = {2'b0, q2[3:0]};
	assign w3 = {q3[3:0], 2'b0};
	add6b a6_0(w2, w3, w4);
	assign w5 = {2'b0, w1[3:0]};
	add6b a6_1(w4, w5, w6);
	assign result_4x4[7:2] = w6[5:0];
	assign result_4x4[1:0] = q0[1:0];
endmodule
module vedic_multiplier_8x8(a, b, result_8x8);
	input[7:0] a, b;
	output[15:0] result_8x8;
	wire[15:0] q0, q1, q2, q3;
	wire[7:0] w0, w1;
	wire[11:0] w2, w3, w4, w5, w6;
	vedic_multiplier_4x4 v4_0(a[3:0], b[3:0], q0[15:0]);
	vedic_multiplier_4x4 v4_1(a[3:0], b[7:4], q1[15:0]);
	vedic_multiplier_4x4 v4_2(a[7:4], b[3:0], q2[15:0]);
	vedic_multiplier_4x4 v4_3(a[7:4], b[7:4], q3[15:0]);
   assign w0[7:0] = {4'b0, q0[7:4]};
	add8b a8_0(w0, q1, w1);
	assign w2 = {4'b0, q2[7:0]};
	assign w3 = {q3[7:0], 4'b0};
	add12b a12_0(w2, w3, w4);
	assign w5 = {4'b0, w1[7:0]};
	add12b a12_1(w4, w5, w6);
	assign result_8x8[15:4] = w6[11:0];
	assign result_8x8[3:0] = q0[3:0];
endmodule
==> results.txt <==
The following summarizes the physical implementation.

Hold path
The worst hold path was traced through 0 stages. The worst hold path begins at q3_reg[4]. The end point of the worst hold path is w3[20]. The type of the tightest min-delay check is reg2reg.

Final timing
Setup repair after global routing left no endpoint under its margin. The final sum of negative setup slack is 0 ns. For reference, the final report shows the hold violation count at 0. The time the worst path needs with I/O delays and setup is 15.18 ns. The final clock skew is 0.0573 ns. Endpoints with negative setup slack in the final report add up to 0. The pin closest to its max-slew limit shows a slew of 0.806 ns.

Measured against its own limit, the worst slew margin works out to 46.0%. The period utilization is 57.5%. In this build the clock could be raised as far as 65.9 MHz. The final tally of max-slew violations is 0.

Clocking
The cell chosen for the clock root is sky130_fd_sc_hd__clkbuf_16. The H-tree depth reported by CTS is 2. The number of setup buffers added after CTS is 0. The total of hold buffers inserted after clock tree synthesis is 0. As reported, the later end of the worst-skew pair has a clock insertion delay of 0.66 ns. TritonCTS built the clock tree.

The total clock buffers created by CTS is 48. Per the CTS log, the buffer count on the longest clock path is 3. Clock-pin slew was measured on the worst setup and hold paths at 0.06 ns. The number of gates resized after CTS is 0. The clock sink total is 432.

Logic synthesis
Of all flip-flops after synthesis, the portion carrying an async set or reset was 0%. The main flop type after synthesis is sky130_fd_sc_hd__dfxtp_1. The gate count after technology mapping is 6800. The sequential-to-total area share from yosys stat is 14.0%. Counting instances in the post-synthesis netlist gives the leading cell types as sky130_fd_sc_hd__ha_1 (1472), sky130_fd_sc_hd__and2_1 (968), sky130_fd_sc_hd__inv_1 (820).

The number of synthesized register bits is 432. The stat command in Yosys gives a chip area of 0.0617 mm2. The number of distinct library cells after synthesis is 75.

The post-synth tally of flip-flops with integrated enable is 0. The synthesized area divided by synthesized cell count is 9.07 um2. Per the Yosys statistics, synthesis produced 6800 cells. The library cell with the highest instance count after synthesis is sky130_fd_sc_hd__ha_1. After synthesis the cells add up to 0.0617 mm2. Looking at area per cell type in the netlist, the leader is sky130_fd_sc_hd__ha_1. By area the synthesized netlist is led by sky130_fd_sc_hd__ha_1 (30%), sky130_fd_sc_hd__dfxtp_1 (14%), sky130_fd_sc_hd__fa_1 (13%), sky130_fd_sc_hd__and2_1 (9.8%), sky130_fd_sc_hd__xnor2_1 (7.8%). Of the post-synthesis cell area, the dominant cell type holds 29.9%. During synthesis, Yosys emitted a total of 6 warnings.

Setup path
The kind of critical path is in2reg. The cell at the slowest stage of the critical path is sky130_fd_sc_hd__o41ai_1. The count of cells along the worst register-to-register path is 10. In this design, the critical path's most frequently occurring cell is sky130_fd_sc_hd__ha_1.

The capture point of the worst reg-to-reg path is w1_reg[17]. Across all register-to-register paths, the minimum setup slack is 23.00 ns. The delay of the slowest cell on the worst path is 0.66 ns.

STA classifies the critical path endpoint as a flip-flop. The startpoint type of the worst setup path is an input port. The arrival time of the worst setup path is 15.77 ns. STA lists the maximum fanout along the critical path as 32. For the worst setup path, the data required time is 26.99 ns. The source of the worst register-to-register timing path is w0[1]. According to the timing report, the critical path is launched from b[17].

Floorplanning
The I/O pin count is 129. The initialized floorplan defines 166 standard-cell rows. The pre-placement core utilization is 30.2%. The die is 455 um wide. The height of the die is 455 um. The core box area is 0.204 mm2. The die area is 0.207 mm2.

GRT
The number of antenna violations at the first check in global routing is 12. The remaining global-route overflow is 0. The maximum number of pins on one net before global-route repair is 33.

The total global routing track utilization is 13.9%. The via count of the first global-routing pass is 43500. The first global-routing pass estimated 226000 um of wire.

Route
After detailed routing, the average wire length per cell comes to 14.3 um. In the routed design, unresolved DRC markers number 0. The iteration count of the initial detailed-routing pass is 26. The routed design has 137000 um of wire. Per the detail_route report, the via count comes to 43000. The detailed router finished its first iteration with 1500 violations.

The detailed-route vias per instance is 4.49. The detail route stage leaves a number of antenna-violating nets equal to 0.

Job
The number of warnings reported in the stage logs is 25. The reported max-cap violation count is 0.

Finish
Cells with a size suffix above 1 make up 2.64% of the layout. The flip-flop count of the largest register after layout is 64. The final design area excluding fillers is 0.0678 mm2. Between the synthesized netlist and the finished layout, the area growth was recorded as 9.99%.

Status
The flow ran to the end, and the final reports show no timing, DRC or antenna violations.

Placement
The placed cell area is 0.0661 mm2. The final HPWL from detailed placement is 110000 um. The last weighted congestion value of the routability-driven placer is 0.893.

The number of buffers inserted by port buffering is 128.
through the flow:
stage               setup WS (ns)  hold WS, ns  utilization, %  cells
finish                      11.22        0.280            33.2   9585
global route                10.36        0.305            33.2   9579
CTS                         11.23        0.270            33.2   9578
detailed placement          10.56        0.312            32.3   9490
global placement            10.57        0.311            32.3   9490
floorplan                   11.95        0.310               -   6800
cell families after synthesis:
group,synth area share (%)
and+or+nand+nor,15.4
DFF,14.0
xor gates and xnor gates,10.8
AOI/OAI and AO/OA,10.8
adders and majority gates,42.7
buffers and inverters,6.24
per-layer routing:
metal | share of wire (%) | global-route usage [%]
met5 | 0.042 | 0
met4 | 1.7 | 1.96
met3 | 4.0 | 2.26
met2 | 46 | 23.2
met1 | 48 | 19.3
area by class of cell:
type,instances,area (um2)
multi-input combinational,5348,49200
fill,20500,137000
clock buffer,63,1320
clock inverter,25,397
antenna,7,17.5
sequential,432,8650
tap,2688,3360
timing repair buffer,202,1840
inverter,820,3080
worst max-delay path by stage:
stage / endpoint / slack, ns / cells after the start
CTS: q1_reg[31] / 11.23 / 44
global route: q1_reg[31] / 10.36 / 44
finish: q1_reg[31] / 11.22 / 44
worst max-delay path: cells and delay by family:
kind | cells | cell delay [ns]
xor+xnor | 5 | 0.86
buf+inv | 6 | 1.00
simple gates | 7 | 0.95
compound gates | 13 | 2.95
fa+ha+maj | 13 | 4.67
layout by cell type (no fill, tap or decap), types with 28 or more instances in the layout:
cell type and n:
sky130_fd_sc_hd__inv_1 820, sky130_fd_sc_hd__xor2_1 211, sky130_fd_sc_hd__clkdlybuf4s50_1 128, sky130_fd_sc_hd__nor2b_1 51, sky130_fd_sc_hd__and3_1 35, sky130_fd_sc_hd__nor2_1 192, sky130_fd_sc_hd__clkbuf_16 48, sky130_fd_sc_hd__xnor2_1 552
sky130_fd_sc_hd__dfxtp_1 432, sky130_fd_sc_hd__fa_1 395, sky130_fd_sc_hd__a21o_1 284, sky130_fd_sc_hd__o21a_1 47, sky130_fd_sc_hd__nor3_1 51, sky130_fd_sc_hd__o21ai_0 115, sky130_fd_sc_hd__buf_4 74, sky130_fd_sc_hd__o21bai_1 35
sky130_fd_sc_hd__nand3_1 69, sky130_fd_sc_hd__nand2_1 228, sky130_fd_sc_hd__a211oi_1 28, sky130_fd_sc_hd__and2_1 968, sky130_fd_sc_hd__ha_1 1472, sky130_fd_sc_hd__a21oi_1 347
